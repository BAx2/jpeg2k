==> design/flow/design.v <==
module Mux2 #(
    parameter Width = 16
) (
    input   logic   [Width-1:0] a_i,
    input   logic   [Width-1:0] b_i,
    input   logic               s_i,
    output  logic   [Width-1:0] m_o
);
    assign m_o = s_i ? b_i : a_i;
endmodule
==> design/flow/run.sh <==
#!/bin/bash
# OpenROAD 26Q1-2900-gdf79404cd8, Yosys 0.63+post, stock flow scripts
make -C /OpenROAD-flow-scripts/flow DESIGN_CONFIG=/design/flow/config.mk WORK_HOME=/design/flow/orfs finish
==> design/flow/config.mk <==
export PLATFORM = sky130hd
export DESIGN_NAME = Mux2
export DESIGN_NICKNAME = Mux2
export VERILOG_FILES = /design/flow/design.v
export SDC_FILE = /design/flow/constraint.sdc
export NUM_CORES = 4
export LEC_CHECK = 1
export CORE_AREA = 10 10 70 70
export DIE_AREA = 0 0 80 80
==> design/flow/constraint.sdc <==
current_design Mux2

set clk_period 1.0
set clk_io_pct 0.2

create_clock -name clk0 -period $clk_period

set non_clock_inputs [all_inputs -no_clocks]
set_input_delay [expr $clk_period * $clk_io_pct] -clock clk0 $non_clock_inputs
set_output_delay [expr $clk_period * $clk_io_pct] -clock clk0 [all_outputs]
==> metrics.txt <==
# HELP chip_impl_metric Physical implementation figures
# TYPE chip_impl_metric gauge
chip_impl_info{name="run_status",value="finished with violations"} 1
chip_impl_info{name="violations_in_the_final_reports",value="negative setup slack"} 1
chip_impl_metric{name="final_cell_area",unit="um2"} 794.5
chip_impl_metric{name="rows",unit=""} 21
chip_impl_info{name="end_kind",value="primary output"} 1
chip_impl_info{name="top_cells_by_area",value="mux2_4 60%, mux2_2 27%, buf_12 8.0%"} 1
chip_impl_metric{name="placedCellCount",unit=""} 112
chip_impl_metric{name="drt_iter0_markers",unit=""} 2
chip_impl_metric{name="irDropWorstVdd",unit="uV"} 150.6
chip_impl_metric{name="synth.yosys.seq_area_share",unit=""} 0
chip_impl_metric{name="final.setup.worst_slack",unit="ns"} -0.05644
chip_impl_metric{name="synth.avg_cell_area",unit="um2"} 13.83
chip_impl_metric{name="antenna_cells",unit=""} 0
chip_impl_metric{name="synth.top_cell.area_share",unit=""} 0.6030
chip_impl_metric{name="detail_route.first_pass.iterations",unit=""} 2
chip_impl_metric{name="report.final.slew_viol_count",unit=""} 0
chip_impl_metric{name="routedWlPerCell",unit="um"} 12.43
chip_impl_metric{name="hpwl",unit="um"} 1222
chip_impl_metric{name="grt_first_pass_wirelength",unit="um"} 2187
chip_impl_metric{name="vias_per_cell",unit=""} 3.177
chip_impl_metric{name="final.period_utilization",unit=""} 1.056
chip_impl_metric{name="port_buffers",unit=""} 49
chip_impl_metric{name="remaining_drc_errors",unit=""} 0
chip_impl_metric{name="min_path_cells",unit=""} 3
chip_impl_info{name="synth.most_common_cell",value="mux2_4"} 1
chip_impl_metric{name="netlist_instances",unit=""} 18
chip_impl_metric{name="max_slew.worst_pin.slew",unit="ns"} 0.07103
chip_impl_metric{name="fin_crit",unit="ns"} 1.056
chip_impl_metric{name="synth_cell_types",unit=""} 4
chip_impl_metric{name="maxCapViolCount",unit=""} 0
chip_impl_metric{name="stage_log_warnings",unit=""} 34
chip_impl_metric{name="dp_worst_setup_slack",unit="ns"} -0.8529
chip_impl_metric{name="detail_route.wirelength",unit="um"} 1405
chip_impl_metric{name="max_fo_critical_path",unit=""} 8
chip_impl_metric{name="die_width",unit="um"} 80
chip_impl_metric{name="total_leakage_power",unit="nW"} 0.4174
chip_impl_metric{name="grt_start_max_net_pins",unit=""} 9
chip_impl_metric{name="ys_cells",unit=""} 18
chip_impl_metric{name="setup_viol_count_final",unit=""} 16
chip_impl_metric{name="vias",unit=""} 359
chip_impl_metric{name="n_clock_buffer",unit=""} 0
chip_impl_info{name="criticalPathCategory",value="input port to primary output"} 1
chip_impl_metric{name="layout-drive-gt1-share",unit=""} 0.5224
chip_impl_metric{name="boundaryPins",unit=""} 49
chip_impl_metric{name="chipHeight",unit="um"} 80
chip_impl_metric{name="placeableCoreArea",unit="um2"} 3416
chip_impl_metric{name="die_area",unit="um2"} 6400
chip_impl_info{name="hp-start",value="a_i[5]"} 1
chip_impl_metric{name="cts_setup_buffers",unit=""} 0
chip_impl_metric{name="globalplace.congestion",unit=""} 0.8145
chip_impl_metric{name="finalHoldWorstSlack",unit="ns"} 0.7936
chip_impl_metric{name="cts.hold.buffers_added",unit=""} 0
chip_impl_metric{name="synth.yosys.chip_area",unit="um2"} 249.0
chip_impl_metric{name="fp-utilization",unit=""} 0.07289
chip_impl_metric{name="critical_path_arrival",unit="ns"} 0.86
chip_impl_metric{name="clock.fmax",unit="MHz"} 946.6
chip_impl_info{name="netlist_top_cells_count",value="10 x mux2_4, 6 x mux2_2, 1 x buf_12, 1 x buf_6"} 1
chip_impl_metric{name="fillers",unit=""} 374
chip_impl_metric{name="timing.max_slew.rel_slack",unit=""} 0.9527
chip_impl_metric{name="area.growth.synth_to_final",unit="%"} 219.1
chip_impl_metric{name="number_of_antenna_violations_at_the_first_check_in_global_routing",unit=""} 0
chip_impl_metric{name="ys.warnings.count",unit=""} 0
chip_impl_metric{name="timing.final.hold_violations",unit=""} 0
chip_impl_info{name="startpoint_kind_of_the_worst_setup_timing_path",value="input port"} 1
chip_impl_metric{name="final_cell_count_no_fill",unit=""} 113
chip_impl_info{name="hold_end",value="m_o[5]"} 1
chip_impl_metric{name="overflow",unit=""} 0
chip_impl_metric{name="global_route_usage_over_all_layers",unit=""} 0.04202
chip_impl_metric{name="postRouteAntennaNets",unit=""} 0
chip_impl_metric{name="regArea",unit="um2"} 0
chip_impl_metric{name="synth.cell_area",unit="um2"} 249.0
chip_impl_metric{name="pwr_density_cell",unit="nW/um2"} 378.8
chip_impl_metric{name="detailed_place.area",unit="um2"} 785.8
chip_impl_metric{name="first_global_vias",unit=""} 430
chip_impl_metric{name="sequential_cell_total",unit=""} 0
chip_impl_info{name="synthDominantAreaCellType",value="mux2_4"} 1
chip_impl_metric{name="critical_path_required",unit="ns"} 0.80
chip_impl_info{name="rsz0062_at_grt",value="yes"} 1
chip_impl_metric{name="total_power",unit="mW"} 0.3009
chip_impl_info{name="worst_hold_path_type",value="input port to primary output"} 1
[cells by family after synthesis]
kind of cell / Yosys count / share of synthesized area
muxes: 16 / 0.8743
buffers and inverters: 2 / 0.1256
[layer usage]
| layer | vias up | wire, um | global-route usage |
|---|---|---|---|
| met5 | - | 0 | 0 |
| met4 | 0 | 0 | 0 |
| met3 | 0 | 329 | 0.03295 |
| met2 | 49 | 337 | 0.04494 |
| met1 | 143 | 738 | 0.06394 |
| li1 | 167 | - | - |
[power by group]
part / internal (mW) / leakage (nW) / switching [mW]
logic: 0.234 / 0.417 / 0.0674
clock network: 0 / 0 / 0
registers: 0 / 0 / 0
[critical path, cell delays in order]
cell,delay [ns]
buf_12,0.11
buf_12,0.14
mux2_4,0.30
buf_6,0.11
[cells in the final DEF (no fill, tap or decap), drive strengths merged]
cell type    count
buf             19
dlygate4sd2     32
mux2            16
[what timing repair did]
item	in CTS	in global routing
resized	102	5
gates cloned	1	0
pin swaps	0	0
hold endpoints to repair	0	0
setup endpoints to repair	16	16
[area by class of cell]
type	count	area, um2	area share
multi-input cells	16	240.2	0.3024
repair buffers	51	496.7	0.6252
well taps	46	57.56	0.07244
[metrics by stage]
stage | TNS (ns) | utilization
global placement | -13.02 | 0.2300
global route | -1.079 | 0.2326
CTS | -0.8737 | 0.2234
detailed placement | -13.23 | 0.2300
floorplan | 0 | -
finish | -0.8165 | 0.2326
[worst max-delay path by stage]
stage | end | start | slack (ns)
5_1_grt | m_o[6] | s_i | -0.07
6_report | m_o[14] | s_i | -0.06
4_1_cts | m_o[15] | s_i | -0.06
Power figures rest on the tool's default switching activity, not on a simulated workload.
