[flow/design.v]
module Counter #(
    parameter Width = 16,
    parameter RstVal = 0
) (
    input   logic                   clk_i,
    input   logic                   rst_i,
    input   logic                   en_i,
    output  logic   [Width-1:0]     val_o
);
    always_ff @(posedge clk_i) begin
        if (rst_i) begin
            val_o <= RstVal;
        end else if (en_i) begin
            val_o <= val_o + 1;
        end
    end
endmodule
[flow/run.sh]
#!/bin/bash
# OpenROAD 26Q1-2900-gdf79404cd8, Yosys 0.63+post, stock flow scripts
make -C /OpenROAD-flow-scripts/flow DESIGN_CONFIG=/design/flow/config.mk WORK_HOME=/design/flow/orfs finish
[flow/config.mk]
export PLATFORM = sky130hd
export DESIGN_NAME = Counter
export DESIGN_NICKNAME = Counter
export VERILOG_FILES = /design/flow/design.v
export SDC_FILE = /design/flow/constraint.sdc
export NUM_CORES = 4
export LEC_CHECK = 1
export CORE_AREA = 10 10 70 70
export DIE_AREA = 0 0 80 80
[flow/constraint.sdc]
current_design Counter

set clk_period 3.0
set clk_io_pct 0.2

create_clock -name clk0 -period $clk_period [get_ports {clk_i}]

set non_clock_inputs [all_inputs -no_clocks]
set_input_delay [expr $clk_period * $clk_io_pct] -clock clk0 $non_clock_inputs
set_output_delay [expr $clk_period * $clk_io_pct] -clock clk0 [all_outputs]
==> results.cfg <==
; synthesis and place-and-route metrics
[status]
status = finished clean

[sta]
timing.hold.ws_ns = 0.515
finalClockSkew_ns = 0.000978
setup-tns-final_ns = 0
timing.max_slew.rel_slack_pct = 54.9
clock.fmax_mhz = 485
layout_worst_path_cycle_share_pct = 68.7
finalWorstPathRequiredPeriod_ns = 2.06
number_of_endpoints_failing_setup_at_the_final_stage = 0
final-hold-violation-count = 0
rsz0062_at_grt = false
timing_max_transition_violations_final = 0
worstMarginPinSlew_ns = 0.674

[floorplan]
core_region_area_um2 = 3420
die.size.y_um = 80
initCoreUtil_pct = 22.2
die.size.x_um = 80
dieArea_um2 = 6400
row_count = 21
io_pins = 19

[yosys]
synthCells = 83
yosys.cell_types.count = 28
yosys_synthesis_warning_count = 1
dominantRegCellSynth = sky130_fd_sc_hd__dfxtp_1
netlist.top_cell.by_area = sky130_fd_sc_hd__dfxtp_1
area_leaders = sky130_fd_sc_hd__dfxtp_1 42%, sky130_fd_sc_hd__nor2_1 7.9%, sky130_fd_sc_hd__xnor2_1 6.9%
syn_area_um2 = 757
async_flop_share_pct = 0
ys_cells = 83
yosys.stat.chipArea_um2 = 757
enable_flop_cells = 0
synthesis.area_per_instance_um2 = 9.12
ys_seq_share_pct = 42.3
yosysTopAreaCellShare_pct = 42.3
numSynthFlops = 16

[route]
first_pass_iters = 4
via_per_inst = 4.11
route.vias.total = 608
drt.antenna.violating_nets = 0
wl_mm = 1.65
antenna-diode-count = 0
drtIter0Drc = 24
wl_per_cell_um = 11.2
drt_drc_violations_left = 0

[final_layout]
layout.cells.most_common_list = 18 x sky130_fd_sc_hd__clkdlybuf4s50_1, 16 x sky130_fd_sc_hd__nor2_1, 16 x sky130_fd_sc_hd__dfxtp_1
largest_reg_flops = 16
area_delta_synth_final_pct = 34.7
lay_top_count = sky130_fd_sc_hd__clkdlybuf4s50_1
reg.largest.list = val_o x16
registers.top_by_ff_count = val_o
finalInstanceArea_um2 = 1020
post_route_cells_drive_above_1_share_pct = 11.8

[clocking]
cts_hold_bufs = 0
clkLatencyLatePin_ns = 0.28
cts_htree_levels = 1
clock_tree.root_cell = sky130_fd_sc_hd__clkbuf_4
cts_setup_buffers = 0
tritoncts = built
cts_buffers = 3
clock_path_buffers = 2
clock_transition_at_path_regs_ns = 0.09
cts.sinks = 16
cts_resized = 0

[critical_path]
path_delay_family = simple AND/OR/NAND/NOR gates
worst-endpoint-arrival_ns = 2.27
cp_slowest_cell = sky130_fd_sc_hd__clkdlybuf4s50_1
timing.critical_path.buf_inv = 1
critical_path_peak_fanout = 8
critPathLaunchType = input pin
critPathRequiredTime_ns = 3.21
timing.critical_path.to_type = flop
worst_path_cell_trace = clkdlybuf4s50_1, nand4_4, nor4_4, or3b_1, a21oi_1
critical-path-max-stage-delay_ns = 0.63
worst-setup-path-type = in -> reg

[global_routing]
grt.overflow.total = 0
grt_use_total_pct = 5.39
first_global_vias = 555
antenna_violations_before_repair = 0
global_route_wire_length_before_repair_mm = 2.85
grt_max_degree = 20

[power]
post_layout_power_mw = 0.382
peak_vdd_ir_v = 0.000234
powerDensity_nw_per_um2 = 375
p_leak_nw = 0.345

[flow_run]
stage_log_warnings = 25
timing.max_cap.violations = 0

[worst_hold_path]
hold_class = reg -> reg

[placed_design]
hpwl_mm = 1.23
placed_cell_area_um2 = 983
place_congestion = 0.763
numPortBuffers = 18
==> logic make-up after synthesis <==
family | after synthesis | share of synthesized area [%]
fa+ha+maj | 1 | 1.65
simple gates | 42 | 32.7
mux | 3 | 4.30
compound gates | 6 | 4.96
xor+xnor | 10 | 11.6
buf+inv | 5 | 2.48
flops | 16 | 42.3
==> power breakdown <==
| part | internal [mW] | switching [mW] |
|---|---|---|
| logic | 0.0113 | 0.00906 |
| registers | 0.215 | 0.00484 |
| clock network | 0.0738 | 0.0677 |
==> metal layers <==
layer  vias to the layer above  global-route usage (%)  routed length [um]
met5                         -                       0                   0
met4                         0                   0.352                   0
met3                         0                    2.27                 133
met2                        16                    7.30                 633
met1                       268                    8.03                 885
li1                        324                       -                   -
==> path summary, 6_finish.rpt <==
kind	start	slack, ns	depth (start not counted)	endpoint
worst max-delay path	en_i	0.94	5	val_o[13]
worst min-delay path	val_o[13]	0.51	2	val_o[13]
worst max register to register	val_o[5]	1.15	4	val_o[14]
worst min register to register	val_o[13]	0.51	2	val_o[13]
==> cell type report <==
type,instances,area (um^2)
sequential,16,320
clock buffer,4,36.3
fill,365,2400
tap,46,57.6
inverter,2,7.51
timing repair buffer,18,180
multi-input combinational,62,418
==> through the flow <==
| step | std cells | utilization (%) | worst slack [ns] |
|---|---|---|---|
| 2_1_floorplan | 83 | - | 1.39 |
| 3_3_place_gp | 144 | 28.8 | 0.687 |
| 3_5_place_dp | 144 | 28.8 | 0.638 |
| 4_1_cts | 148 | 29.9 | 0.942 |
| 5_1_grt | 148 | 29.9 | 0.864 |
| 6_report | 148 | 29.9 | 0.940 |
==> worst reg2reg max path, stage by stage, from the launching register on <==
cell,delay [ns]
sky130_fd_sc_hd__dfxtp_1,0.45
sky130_fd_sc_hd__nand4_2,0.22
sky130_fd_sc_hd__or2_2,0.38
sky130_fd_sc_hd__nor4_1,0.33
sky130_fd_sc_hd__mux2_2,0.37
==> cells in the mapped netlist, types with 2 or more instances <==
cell and n:
sky130_fd_sc_hd__a21oi_1 3, sky130_fd_sc_hd__clkbuf_1 3, sky130_fd_sc_hd__dfxtp_1 16, sky130_fd_sc_hd__inv_1 2, sky130_fd_sc_hd__mux2_2 2, sky130_fd_sc_hd__nand2_1 6
sky130_fd_sc_hd__nand3_1 3, sky130_fd_sc_hd__nor2_1 16, sky130_fd_sc_hd__nor3_1 3, sky130_fd_sc_hd__nor4_1 3, sky130_fd_sc_hd__xnor2_1 6, sky130_fd_sc_hd__xor2_1 4
Power figures rest on the tool's default switching activity, not on a simulated workload.
