==> design.v <==
module AxisReg #(
    parameter DataWidth = 16,
    parameter Transperent = 0,
    parameter Pipelined = 0
) (
    input   logic                       clk_i,
    input   logic                       rst_i,
    input   logic   [DataWidth-1:0]     s_data_i,
    input   logic                       s_valid_i,
    output  logic                       s_ready_o,
    input   logic                       m_ready_i,
    output  logic                       m_valid_o,
    output  logic   [DataWidth-1:0]     m_data_o
);
    generate
        if (Transperent) begin
            assign m_valid_o = s_valid_i,
                   m_data_o = s_data_i,
                   s_ready_o = m_ready_i;
        end else begin 
            if (!Pipelined) begin
                logic [DataWidth-1:0] data;
                logic                 valid;
                Dffenr #(
                    .Width(DataWidth),
                    .ResetVal(0)
                ) DataReg (
                    .clk_i(clk_i),
                    .rst_i(1'b0),
                    .en_i(s_ready_o),
                    .din_i(s_data_i),
                    .dout_o(data)
                );
                Dffenr #(
                    .Width(1),
                    .ResetVal(0)
                ) ValidReg (
                    .clk_i(clk_i),
                    .rst_i(rst_i),
                    .en_i(s_ready_o),
                    .din_i(s_valid_i),
                    .dout_o(valid)
                );
                assign s_ready_o = !valid | (valid & m_ready_i);
                assign m_data_o  = data;
                assign m_valid_o = valid;                    
            end else begin
                logic buffer_wr;
                logic [DataWidth-1:0] buffer_data;
                Dffenr #(
                    .Width(DataWidth),
                    .ResetVal(0)
                ) BufferInst (
                    .clk_i(clk_i),
                    .rst_i(1'b0),
                    .en_i(buffer_wr),
                    .din_i(s_data_i),
                    .dout_o(buffer_data)
                );
                logic output_wr;
                logic [DataWidth-1:0] selected_data;
                Dffenr #(
                    .Width(DataWidth),
                    .ResetVal(0)
                ) OutputRegInst (
                    .clk_i(clk_i),
                    .rst_i(1'b0),
                    .en_i(output_wr),
                    .din_i(selected_data),
                    .dout_o(m_data_o)
                );
                logic use_input_data;
                assign selected_data = use_input_data ? s_data_i : buffer_data;
                typedef enum { Empty, Half, Full } State;
                State state, next_state;
                logic has_input_data, has_output_data;
                assign has_input_data = s_valid_i & s_ready_o;
                assign has_output_data = m_valid_o & m_ready_i;
                always_ff @(posedge clk_i) begin
                    if (rst_i) begin
                        state <= Empty;
                    end else begin
                        state <= next_state;
                    end
                end
                always_comb begin
                    case (state)
                        Empty: begin
                            next_state = has_input_data ? Half : Empty;
                        end
                        Half: begin
                            case ({has_input_data, has_output_data})
                                2'b00: next_state = Half;
                                2'b01: next_state = Empty;
                                2'b10: next_state = Full;
                                default: next_state = Half;
                            endcase
                        end
                        Full: begin
                            next_state = has_output_data ? Half : Full;
                        end
                        default: begin
                            next_state = state; 
                        end
                    endcase
                end
                always_ff @(posedge clk_i) begin
                    if (rst_i) begin
                        s_ready_o <= 1;
                        m_valid_o <= 0;
                    end else begin
                        s_ready_o <= (next_state != Full);
                        m_valid_o <= (next_state != Empty); 
                    end
                end
                assign output_wr = ((state == Empty) &&  has_input_data && !has_output_data) ||
                                   ((state == Half)  &&  has_input_data &&  has_output_data) ||
                                   ((state == Full)  && !has_input_data &&  has_output_data);
                assign buffer_wr = (state == Half) &&  has_input_data && !has_output_data;
                assign use_input_data = !((state == Full) && !has_input_data &&  has_output_data);
            end
        end
    endgenerate
endmodule
module Dffenr #(
    parameter Width = 16,
    parameter ResetVal = 'b0
) (
    input   logic               clk_i,
    input   logic               rst_i,
    input   logic               en_i,
    input   logic [Width-1:0]   din_i,
    output  logic [Width-1:0]   dout_o
);
    always_ff @(posedge clk_i) begin
        if (rst_i) begin
            dout_o <= ResetVal;
        end else begin
            if (en_i) begin
                dout_o <= din_i;
            end
        end
    end
endmodule
module OutputScale #(
    parameter   int  InDataWidth  = 16,
    parameter   int  InDataPoint  = 10,
    parameter   int  OutDataWidth = 16,
    parameter   int  OutDataPoint = 10,
    parameter   int  KWidth       = 25,
    parameter   real OddK         = 5.12453,
    parameter   int  OddPoint     = 10,
    parameter   real EvenK        = -55.234,
    parameter   int  EvenPoint    = 10,
    parameter   bit  InputReg     = 1,
    parameter   bit  OutputReg    = 1
) (
    input   logic                                   clk_i,
    input   logic                                   rst_i,
    output  logic                                   s_ready_o,
    input   logic                                   s_valid_i,
    input   logic                                   s_sof_i,
    input   logic                                   s_eol_i,
    input   logic   [InDataWidth-1:0]               s_data_i,    
    input   logic                                   m_ready_i,
    output  logic                                   m_valid_o,
    output  logic                                   m_sof_o,
    output  logic                                   m_eol_o,
    output  logic   [OutDataWidth-1:0]              m_data_o     
);
    localparam IntEvenK = $rtoi(EvenK * 2.0**EvenPoint);
    localparam IntOddK  = $rtoi(OddK * 2.0**OddPoint);
    typedef struct packed {
        logic                          eol;
        logic                          sof;
        logic signed [InDataWidth-1:0] data;
    } din_t;
    typedef struct packed {
        logic                           eol;
        logic                           sof;
        logic                           even_point;
        logic signed [InDataWidth+KWidth-1:0] data;
    } dout_t;
    logic                       s_ready;
    logic                       s_valid;
    logic                       m_ready;
    logic                       m_valid;
    din_t din, din_reg;
    dout_t dout, dout_reg;
    AxisReg #(
        .DataWidth($bits(din)),
        .Transperent(InputReg == 0)
    ) InputRegInst (
        .clk_i(clk_i),
        .rst_i(rst_i),
        .s_data_i(din),
        .s_valid_i(s_valid_i),
        .s_ready_o(s_ready_o),
        .m_data_o(din_reg),
        .m_valid_o(s_valid),
        .m_ready_i(s_ready)
    );
    AxisReg #(
        .DataWidth($bits(dout)),
        .Transperent(InputReg == 0)
    ) OutputRegInst (
        .clk_i(clk_i),
        .rst_i(rst_i),
        .s_data_i(dout),
        .s_valid_i(m_valid),
        .s_ready_o(m_ready),
        .m_data_o(dout_reg),
        .m_valid_o(m_valid_o),
        .m_ready_i(m_ready_i)
    );
    assign din.eol = s_eol_i,
           din.sof = s_sof_i,
           din.data = s_data_i;
    logic                            even_koeff;
    logic   [KWidth-1:0]             koeff;
    logic   [InDataWidth+KWidth-1:0] mult;
    localparam evenOffset = EvenPoint + InDataPoint - OutDataPoint;
    localparam oddOffset  = OddPoint + InDataPoint - OutDataPoint;
    assign koeff       = even_koeff ? IntEvenK : IntOddK;
    assign mult        = signed'(koeff) * signed'(din_reg.data);
    assign dout.data = mult,
           dout.even_point = even_koeff;
    assign dout.sof = din_reg.sof,
           dout.eol = din_reg.eol;
    assign m_data_o = dout_reg.even_point ? (dout_reg.data >> evenOffset) : (dout_reg.data >> oddOffset),
           m_sof_o = dout_reg.sof,
           m_eol_o = dout_reg.eol;
    assign m_valid = s_valid,
           s_ready = m_ready;
    always_ff @(posedge clk_i) begin
        if (rst_i) begin
            even_koeff <= 1;
        end begin
            if (s_valid & s_ready) begin
                if (din_reg.eol) begin
                    even_koeff <= 1;
                end else begin
                    even_koeff <= ~even_koeff;
                end
            end
        end
    end
endmodule
==> run.sh <==
#!/bin/bash
# OpenROAD 26Q1-2900-gdf79404cd8, Yosys 0.63+post, stock flow scripts
make -C /OpenROAD-flow-scripts/flow DESIGN_CONFIG=/design/flow/config.mk WORK_HOME=/design/flow/orfs finish
==> config.mk <==
export PLATFORM = sky130hd
export DESIGN_NAME = OutputScale
export DESIGN_NICKNAME = OutputScale
export VERILOG_FILES = /design/flow/design.v
export SDC_FILE = /design/flow/constraint.sdc
export NUM_CORES = 4
export LEC_CHECK = 1
export CORE_UTILIZATION = 30
==> constraint.sdc <==
current_design OutputScale

set clk_period 8.3
set clk_io_pct 0.2

create_clock -name clk0 -period $clk_period [get_ports {clk_i}]

set non_clock_inputs [all_inputs -no_clocks]
set_input_delay [expr $clk_period * $clk_io_pct] -clock clk0 $non_clock_inputs
set_output_delay [expr $clk_period * $clk_io_pct] -clock clk0 [all_outputs]
==> results.cfg <==
; synthesis and place-and-route metrics
[global_route]
overflow = 0
antenna_found_initial = 0
grt_start_max_net_pins = 20
globalRouteTotalUtil = 0.1399
first_global_vias = 5059
first_pass_grt_wire_length_um = 26170

[drt]
postRouteAntennaNets = 0
detail_route.wl_per_cell_um = 13.66
drtPass1Iterations = 4
via_count = 4586
drt_drc_violations_left = 0
routed_via_density = 4.128
detailedRoute.firstIterationViolations = 149
antenna-diode-count = 0
totalWireLength_um = 15180

[die]
num_io_pins = 42
num_rows = 57
dieWidth_um = 159.8
floorplan.die.height_um = 159.8
floorplan.core_area_um2 = 24390
fp.dieArea_um2 = 25550
fp-utilization = 0.3064

[flow_run]
drv.max_cap_violation_count = 0
warnings = 26

[final_timing]
clock.fmax_mhz = 149.7
setup_tns_ns = 0
fin_skew_ns = 0.009640
slew_viol_final = 0
fin_worst_hold_slack_ns = 0.4194
period_used_share = 0.8051
least_margin_pin_slew_ns = 0.6678
final-hold-violation-count = 0
period_needed_ns = 6.682
unrepaired_setup_endpoints_after_global_routing = false
final_critical_path_setup_slack_ns = 1.618
finish_stage_setup_viols = 0
relSlewSlack = 0.5532

[synthesis]
ys_types = 46
ys_async_sr_fraction = 0
synth_chip_area_um2 = 7473
postSynth.topFlopCell = sky130_fd_sc_hd__edfxtp_1
enable_flop_cells = 37
avgSynthCellArea_um2 = 10.25
synth.yosys.seq_area_share = 0.1540
syn_inst = 729
synth.yosys.num_cells = 729
synthesis.area_um2 = 7473
numSynthFlops = 39
synth_warnings = 4

[worst_setup_path]
max_stage_delay_ns = 0.78
critical_path.most_common_cell = sky130_fd_sc_hd__fa_1
crit_chain = buf_4 -> nand2b_1 -> xnor2_1 -> and2_1 -> ha_1 -> or2_2 -> ha_1 -> xnor2_1 -> fa_1 -> inv_1 -> fa_1 -> fa_1 -> inv_1 -> fa_1 -> inv_1 -> ha_1 -> and3_1 -> o2111a_2 -> a41oi_4 -> a21oi_2 -> or4b_1 -> o2111ai_1
worstSetupStartpointType = flop
worst-path-buf-inv = 4
timing.critical_path.required_ns = 8.44
cp_data_arrival_time_ns = 6.82
timing.setup.critical_path_class = flop to flop
worstPathMaxFanout = 18
critical-path-top-delay-family = adder cells
worst_setup_slack_for_register_to_register_paths_ns = 1.62
timing.critical_path.to_type = flop
critical_path.slowest_cell = sky130_fd_sc_hd__edfxtp_1

[outcome]
outcome = finished clean

[clocking]
tritoncts_num_sinks = 39
tritoncts_clock_tree = yes
clock_pin_slew_worst_setup_and_hold_paths_ns = 0.07
post_cts_resized = 0
cts_hold_buffers = 0
htree_depth = 2
cts_buffer_depth = 2
clockRootBuffer = sky130_fd_sc_hd__clkbuf_16
clk_latency_ns = 0.30
cts_made_buffers = 5
postCtsSetupBuffers = 0

[layout]
syn_to_final_growth_pct = 13.76
layout_top_cell = sky130_fd_sc_hd__inv_1
final_layout_size_suffix_gt1_frac = 0.03304
postLayoutCellArea_um2 = 8502
final_cell_mix = sky130_fd_sc_hd__inv_1, sky130_fd_sc_hd__fa_1, sky130_fd_sc_hd__ha_1
n_fill_cell = 2491

[place]
portBuffers = 41
pre_cts_slack_ns = 1.654
placed_cell_area_um2 = 8330
hpwl_um = 13370
gp_congestion = 0.9424

[hold_path]
worst_hold_path_type = flop to flop
==> worst reg2reg max path: stages (launching register included) <==
cell and delay, ns:
sky130_fd_sc_hd__edfxtp_1 0.78, sky130_fd_sc_hd__buf_4 0.30, sky130_fd_sc_hd__nand2b_1 0.18, sky130_fd_sc_hd__xnor2_1 0.10
sky130_fd_sc_hd__and2_1 0.20, sky130_fd_sc_hd__ha_1 0.20, sky130_fd_sc_hd__or2_2 0.29, sky130_fd_sc_hd__ha_1 0.32
sky130_fd_sc_hd__xnor2_1 0.14, sky130_fd_sc_hd__fa_1 0.50, sky130_fd_sc_hd__inv_1 0.06, sky130_fd_sc_hd__fa_1 0.53
sky130_fd_sc_hd__fa_1 0.55, sky130_fd_sc_hd__inv_1 0.06, sky130_fd_sc_hd__fa_1 0.53, sky130_fd_sc_hd__inv_1 0.05
sky130_fd_sc_hd__ha_1 0.35, sky130_fd_sc_hd__and3_1 0.20, sky130_fd_sc_hd__o2111a_2 0.18, sky130_fd_sc_hd__a41oi_4 0.28
sky130_fd_sc_hd__a21oi_2 0.13, sky130_fd_sc_hd__or4b_1 0.48, sky130_fd_sc_hd__o2111ai_1 0.11
==> cells by family (layout without fill, tap and decap cells) <==
| kind of cell | after synthesis | count (layout) | synth area share |
|---|---|---|---|
| compound gates | 46 | 46 | 0.04738 |
| simple gates | 107 | 107 | 0.07316 |
| other cells | 2 | 16 | 0.001005 |
| xor+xnor | 36 | 36 | 0.04219 |
| mux | 1 | 1 | 0.001339 |
| fa+ha+maj | 245 | 245 | 0.5528 |
| flops | 39 | 39 | 0.1540 |
| buf+inv | 253 | 297 | 0.1281 |
==> metrics by stage <==
stage	instances	util
final	1111	0.3486
after global routing	1111	0.3486
after CTS	1111	0.3486
after detailed placement	1103	0.3415
after global placement	1103	0.3415
after floorplan	743	-
==> registers in the layout, indices dropped and copies added (netlist names) <==
| name | count |
|---|---|
| InputRegInst.genblk1.genblk1.DataReg.dout_o | 18 |
| OutputRegInst.genblk1.genblk1.DataReg.dout_o | 18 |
| InputRegInst.genblk1.genblk1.ValidReg.dout_o | 1 |
| OutputRegInst.genblk1.genblk1.ValidReg.dout_o | 1 |
| even_koeff | 1 |
==> path summary, 6_finish.rpt <==
check	end	startpoint	cells after the start
worst min register to register	OutputRegInst.genblk1.genblk1.DataReg.dout_o[42]	InputRegInst.genblk1.genblk1.DataReg.dout_o[16]	0
worst max-delay path	OutputRegInst.genblk1.genblk1.DataReg.dout_o[22]	even_koeff	22
worst max register to register	OutputRegInst.genblk1.genblk1.DataReg.dout_o[22]	even_koeff	22
worst min-delay path	OutputRegInst.genblk1.genblk1.DataReg.dout_o[42]	InputRegInst.genblk1.genblk1.DataReg.dout_o[16]	0
==> cells in the mapped netlist, drive strengths merged, types with 2 or more instances <==
library cell	number	area share
nand4	2	0.0017
nor2b	12	0.010
or2	6	0.0050
ha	103	0.17
conb	2	0.0010
a21o	4	0.0040
a21bo	2	0.0027
o21a	2	0.0020
nor2	31	0.016
fa	142	0.38
xor2	13	0.015
nand2	23	0.012
a31oi	2	0.0017
o2bb2ai	2	0.0023
o21ai	5	0.0033
inv	244	0.12
edfxtp	37	0.15
o2111ai	3	0.0035
nand2b	9	0.0085
nor3	2	0.0013
dfxtp	2	0.0054
a21oi	17	0.012
clkbuf	8	0.0040
and2	10	0.0084
xnor2	23	0.027
nand3	5	0.0033
==> layer usage <==
metal	part of all wire	up-vias	global-route usage
li1	-	2276	-
met1	0.47	2173	0.2154
met2	0.43	127	0.1979
met3	0.092	10	0.06247
met4	0.0086	0	0.007792
met5	0	-	0
==> area by class of cell <==
| class | count | area (um2) | share of cell area |
|---|---|---|---|
| clock inverters | 3 | 46.29 | 0.005445 |
| multi-input cells | 451 | 5418 | 0.6372 |
| well taps | 324 | 405.4 | 0.04768 |
| flip-flops and latches | 39 | 1151 | 0.1354 |
| inverters | 244 | 915.9 | 0.1077 |
| repair buffers | 45 | 440.4 | 0.05180 |
| clock buffers | 5 | 125.1 | 0.01472 |
